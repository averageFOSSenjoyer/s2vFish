**flow/run.sh**
```bash
#!/bin/bash
# OpenROAD 26Q1-2900-gdf79404cd8, Yosys 0.63+post, stock flow scripts
make -C /OpenROAD-flow-scripts/flow DESIGN_CONFIG=/design/flow/config.mk WORK_HOME=/design/flow/orfs finish
```
**flow/config.mk**
```make
export PLATFORM = sky130hd
export DESIGN_NAME = pht
export DESIGN_NICKNAME = pht
export VERILOG_FILES = /design/flow/design.v
export SDC_FILE = /design/flow/constraint.sdc
export NUM_CORES = 4
export LEC_CHECK = 1
export CORE_UTILIZATION = 40
```
**flow/constraint.sdc**
```tcl
current_design pht

set clk_period 8.8
set clk_io_pct 0.2

create_clock -name clk0 -period $clk_period

set non_clock_inputs [all_inputs -no_clocks]
set_input_delay [expr $clk_period * $clk_io_pct] -clock clk0 $non_clock_inputs
set_output_delay [expr $clk_period * $clk_io_pct] -clock clk0 [all_outputs]
```
**flow/design.v**
```verilog
module pht
(
    input logic [31:0] a, b,
    output logic [31:0] ao, bo
);
    assign ao = a + b;
    assign bo = a + 2 * b;
endmodule
```
==> impl_metrics.ini <==
; yosys + openroad results
[run_status]
status = finished, final reports clean

[global_route]
grt_start_max_net_pins = 12
grt_pass1_wl_um = 17420
antenna_found_initial = 0
grt_pass1_vias = 3648
grt.total_usage_pct = 24.72
grt_overflow = 0

[floorplanning]
core_area_sq_um = 8258
fp_util_pct = 41.38
die_w_um = 94.43
dieArea_sq_um = 8916
rows = 33
die_y_um = 94.43
ios = 128

[logic_synthesis]
synth_area_leader_cell = ha_1
yosysWarnings = 0
ys_top_cells_by_area = ha_1 (22%), xnor2_1 (8.7%), a21o_1 (7.9%)
synth_top_area_share_pct = 22.34
xor_area_share_pct = 14.61
ys_cells = 478
yosys.stat.seqShare_pct = 0
synth_area_per_cell_sq_um = 7.149
ys_types = 60
aoi_share_pct = 36.84
simple_gate_area_share_pct = 21.20
syn_area_sq_um = 3417
synth_cells = 478
mux_share_pct = 0.6225
yosysMostFrequentCell = ha_1
top_logic_kind = AND-OR/OR-AND gates
common_cells = ha_1 (61), a21oi_1 (53), nor2_1 (38)
adder_share_pct = 23.51
yosys-stat-area_sq_um = 3417

[detailed_routing]
antenna_left = 0
routed_wl_um = 10670
first_pass_iters = 4
wl_per_cell_um = 15.31
num_antenna_cells = 0
drc = 0
via_count = 3887
via_per_inst = 5.577
drt_iter0_drc = 155

[clocking]
post_cts_resized = 0
post_cts_buffers = 0
hold_buffers = 0

[placement]
place_congestion = 0.9017
io_buffer_count = 128
place_inst = 697
place_hpwl_um = 9456

[job]
drv_cap = 0
warnings = 33

[setup_path]
crit_fanout = 5
end_kind = output pin
startpoint = a[0]
cp.required_ns = 7.04
max_stage_delay_ns = 0.47
cpMaxStageDelayCell = clkdlybuf4s50_1
critPathCapture = ao[28]
critPathArrivalTime_ns = 4.91
worst_setup_path_start_kind = primary input
worstSetupPathType = in -> out
worstPathCellList = clkdlybuf4s50_1, ha_1, fa_1, a21o_1, a21boi_0, o21ai_1, nand3_1, o31ai_1, o31ai_1, xnor2_1, clkdlybuf4s50_1

[sta]
hold_violations = 0
drv_slew = 0
worst_pin_slew_ns = 0.4618
max_freq_mhz = 150.0
slew_headroom_pct = 69.01
finalSetupViolCount = 0
period_minus_slack_ns = 6.668
rsz0062_at_grt = false
tns_ns = 0
timing.final.crit_share_pct = 75.77

[final_layout]
seq_area_sq_um = 0
final.clkbuf_count = 0
flops = 0
syn2layout_area_growth_pct = 39.44
stdcell_count = 697
drive_above_1_share_pct = 3.716

[power]
ir_drop_mv = 0.03957
p_per_area_nw_per_um2 = 86.57
cellLeakagePower_nw = 2.073

[worst_hold_path]
min_path_type = in -> out
[per-layer routing]
layer  GRT usage [%]  routed length (um)  vias up
li1                -                   -     2053
met1           40.01                5760     1735
met2           38.35                4436       97
met3          0.4085                 448        2
met4          0.5128                  27        0
met5               0                   0        -
[worst min-delay path by stage]
stage / start / to / slack, ns / cells past startpoint
6_report: a[0] / bo[0] / 4.34 / 2
5_1_grt: a[0] / bo[0] / 4.37 / 2
4_1_cts: a[0] / bo[0] / 4.35 / 2
[power breakdown]
group | switching (mW) | leakage, nW | internal, mW | total [mW]
combinational | 0.173 | 2.07 | 0.239 | 0.412
sequential | 0 | 0 | 0 | 0
clock | 0 | 0 | 0 | 0
[stage by stage]
step / util, % / hold slack [ns] / setup slack (ns) / power (mW) / area (sq um)
2_1_floorplan: - / 3.586 / 3.342 / 0.2098 / 3417
3_3_place_gp: 57.70 / 4.347 / 2.178 / 0.4128 / 4765
3_5_place_dp: 57.70 / 4.345 / 2.141 / 0.4105 / 4765
4_1_cts: 57.70 / 4.345 / 2.125 / 0.4133 / 4765
5_1_grt: 57.70 / 4.373 / 1.911 / 0.4574 / 4765
6_report: 57.70 / 4.342 / 2.132 / 0.4125 / 4765
[cell usage in the layout (no fill, tap or decap), types with 2 or more instances in the layout]
master / count
o21bai_1: 9
nor3b_1: 3
o21ai_1: 10
or4_1: 3
ha_1: 61
o21ai_0: 20
inv_1: 12
nor4_1: 3
a221oi_2: 2
a21o_1: 36
nand4_1: 10
or2_2: 3
nand2_1: 34
nor2b_1: 2
nand3_2: 2
a211oi_1: 5
and3_1: 6
nand3_1: 16
nor2_1: 38
a31oi_1: 12
nor3_1: 9
o211ai_1: 3
o31a_1: 4
xor2_1: 23
nand2b_1: 4
o2111ai_2: 2
a21oi_1: 53
a31o_2: 2
and2_1: 4
clkdlybuf4s50_1: 128
a41oi_1: 2
fa_1: 2
o31ai_1: 6
o21a_1: 8
xnor2_1: 34
[critical path: cells and delay by family]
| family | cells | cell delay (ns) |
|---|---|---|
| AOI/OAI and AO/OA | 5 | 1.20 |
| buffers and inverters | 2 | 0.89 |
| adders and majority gates | 2 | 0.66 |
| and+or+nand+nor | 1 | 0.23 |
| xor gates and xnor gates | 1 | 0.15 |
[layout make-up]
class / instances / area [sq um]
Inverter: 12 / 45.04
Multi-Input combinational cell: 452 / 3307
Timing Repair Buffer: 128 / 1281
Tap cell: 105 / 131.4
Fill cell: 774 / 3493
[cells by family (layout without fill, tap and decap cells)]
family,count (synthesis),in the layout
xor gates and xnor gates,57,57
muxes,2,2
and+or+nand+nor,143,143
buffers and inverters,26,140
adders and majority gates,63,63
AOI/OAI and AO/OA,187,187
Power figures rest on the tool's default switching activity, not on a simulated workload.

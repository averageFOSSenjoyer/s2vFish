==> flow/design.v <==
function bit [7:0] mul5B(input bit [7:0] i);
    mul5B[0] = i[2] ^ i[0];
    mul5B[1] = i[3] ^ i[1] ^ i[0];
    mul5B[2] = i[4] ^ i[2] ^ i[1];
    mul5B[3] = i[5] ^ i[3] ^ i[0];
    mul5B[4] = i[6] ^ i[4] ^ i[1] ^ i[0];
    mul5B[5] = i[7] ^ i[5] ^ i[1];
    mul5B[6] = i[6] ^ i[0];
    mul5B[7] = i[7] ^ i[1];
endfunction
function bit [7:0] mulEF(input bit [7:0] i);
    mulEF[0] = i[2] ^ i[1] ^ i[0];
    mulEF[1] = i[3] ^ i[2] ^ i[1] ^ i[0];
    mulEF[2] = i[4] ^ i[3] ^ i[2] ^ i[1] ^ i[0];
    mulEF[3] = i[5] ^ i[4] ^ i[3] ^ i[0];
    mulEF[4] = i[6] ^ i[5] ^ i[4] ^ i[1];
    mulEF[5] = i[7] ^ i[6] ^ i[5] ^ i[1] ^ i[0];
    mulEF[6] = i[7] ^ i[6] ^ i[0];
    mulEF[7] = i[7] ^ i[1] ^ i[0];
endfunction
function bit [7:0] mulA4(input bit [7:0] i);
    mulA4[0] = i[7] ^ i[1];
	mulA4[1] = i[2];
	mulA4[2] = i[7] ^ i[3] ^ i[1] ^ i[0];
	mulA4[3] = i[7] ^ i[4] ^ i[2];
	mulA4[4] = i[5] ^ i[3];
	mulA4[5] = i[6] ^ i[4] ^ i[0];
	mulA4[6] = i[5];
	mulA4[7] = i[6] ^ i[0];
endfunction
function bit [7:0] mul55(input bit [7:0] i);
    mul55[0] = i[7] ^ i[6] ^ i[2] ^ i[0];
	mul55[1] = i[7] ^ i[3] ^ i[1];
	mul55[2] = i[7] ^ i[6] ^ i[4] ^ i[0];
	mul55[3] = i[6] ^ i[5] ^ i[2] ^ i[1];
	mul55[4] = i[7] ^ i[6] ^ i[3] ^ i[2] ^ i[0];
	mul55[5] = i[7] ^ i[4] ^ i[3] ^ i[1];
	mul55[6] = i[7] ^ i[6] ^ i[5] ^ i[4] ^ i[0];
	mul55[7] = i[7] ^ i[6] ^ i[5] ^ i[1];
endfunction
function bit [7:0] mul87(input bit [7:0] i);
    mul87[0] = i[7] ^ i[5] ^ i[3] ^ i[1] ^ i[0];
	mul87[1] = i[6] ^ i[4] ^ i[2] ^ i[1] ^ i[0];
	mul87[2] = i[2] ^ i[0];
	mul87[3] = i[7] ^ i[5];
	mul87[4] = i[6];
	mul87[5] = i[7];
	mul87[6] = i[7] ^ i[5] ^ i[3] ^ i[1];
	mul87[7] = i[6] ^ i[4] ^ i[2] ^ i[0];
endfunction
function bit [7:0] mul5A(input bit [7:0] i);
    mul5A[0] = i[7] ^ i[5] ^ i[2];
	mul5A[1] = i[6] ^ i[3] ^ i[0];
	mul5A[2] = i[5] ^ i[4] ^ i[2] ^ i[1];
	mul5A[3] = i[7] ^ i[6] ^ i[3] ^ i[0];
	mul5A[4] = i[7] ^ i[4] ^ i[1] ^ i[0];
	mul5A[5] = i[5] ^ i[2] ^ i[1];
	mul5A[6] = i[7] ^ i[6] ^ i[5] ^ i[3] ^ i[0];
	mul5A[7] = i[7] ^ i[6] ^ i[4] ^ i[1];
endfunction
function bit [7:0] mul58(input bit [7:0] i);
    mul58[0] = i[5] ^ i[2];
	mul58[1] = i[6] ^ i[3];
	mul58[2] = i[7] ^ i[5] ^ i[4] ^ i[2];
	mul58[3] = i[6] ^ i[3] ^ i[2] ^ i[0];
	mul58[4] = i[7] ^ i[4] ^ i[3] ^ i[1] ^ i[0];
	mul58[5] = i[5] ^ i[4] ^ i[2] ^ i[1];
	mul58[6] = i[6] ^ i[3] ^ i[0];
	mul58[7] = i[7] ^ i[4] ^ i[1];
endfunction
function bit [7:0] mulDB(input bit [7:0] i);
    mulDB[0] = i[7] ^ i[6] ^ i[3] ^ i[2] ^ i[1] ^ i[0];
	mulDB[1] = i[7] ^ i[4] ^ i[3] ^ i[2] ^ i[1] ^ i[0];
	mulDB[2] = i[7] ^ i[6] ^ i[5] ^ i[4];
	mulDB[3] = i[5] ^ i[3] ^ i[2] ^ i[1] ^ i[0];
	mulDB[4] = i[6] ^ i[4] ^ i[3] ^ i[2] ^ i[1] ^ i[0];
	mulDB[5] = i[7] ^ i[5] ^ i[4] ^ i[3] ^ i[2] ^ i[1];
	mulDB[6] = i[7] ^ i[5] ^ i[4] ^ i[1] ^ i[0];
	mulDB[7] = i[6] ^ i[5] ^ i[2] ^ i[1] ^ i[0];
endfunction
function bit [7:0] mul9E(input bit [7:0] i);
    mul9E[0] = i[6] ^ i[4] ^ i[3] ^ i[1];
	mul9E[1] = i[7] ^ i[5] ^ i[4] ^ i[2] ^ i[0];
	mul9E[2] = i[5] ^ i[4] ^ i[0];
	mul9E[3] = i[5] ^ i[4] ^ i[3] ^ i[0];
	mul9E[4] = i[6] ^ i[5] ^ i[4] ^ i[1] ^ i[0];
	mul9E[5] = i[7] ^ i[6] ^ i[5] ^ i[2] ^ i[1];
	mul9E[6] = i[7] ^ i[4] ^ i[2] ^ i[1];
	mul9E[7] = i[5] ^ i[3] ^ i[2] ^ i[0];
endfunction
function bit [7:0] mul56(input bit [7:0] i);
    mul56[0] = i[6] ^ i[2];
	mul56[1] = i[7] ^ i[3] ^ i[0];
	mul56[2] = i[6] ^ i[4] ^ i[2] ^ i[1] ^ i[0];
	mul56[3] = i[7] ^ i[6] ^ i[5] ^ i[3] ^ i[1];
	mul56[4] = i[7] ^ i[6] ^ i[4] ^ i[2] ^ i[0];
	mul56[5] = i[7] ^ i[5] ^ i[3] ^ i[1];
	mul56[6] = i[4] ^ i[0];
	mul56[7] = i[5] ^ i[1];
endfunction
function bit [7:0] mul82(input bit [7:0] i);
    mul82[0] = i[7] ^ i[6] ^ i[5] ^ i[3] ^ i[1];
	mul82[1] = i[7] ^ i[6] ^ i[4] ^ i[2] ^ i[0];
	mul82[2] = i[6];
	mul82[3] = i[6] ^ i[5] ^ i[3] ^ i[1];
	mul82[4] = i[7] ^ i[6] ^ i[4] ^ i[2];
	mul82[5] = i[7] ^ i[5] ^ i[3];
	mul82[6] = i[7] ^ i[5] ^ i[4] ^ i[3] ^ i[1];
	mul82[7] = i[6] ^ i[5] ^ i[4] ^ i[2] ^ i[0];
endfunction
function bit [7:0] mulF3(input bit [7:0] i);
    mulF3[0] = i[7] ^ i[6] ^ i[2] ^ i[1] ^ i[0];
	mulF3[1] = i[7] ^ i[3] ^ i[2] ^ i[1] ^ i[0];
	mulF3[2] = i[7] ^ i[6] ^ i[4] ^ i[3];
	mulF3[3] = i[6] ^ i[5] ^ i[4] ^ i[2] ^ i[1];
	mulF3[4] = i[7] ^ i[6] ^ i[5] ^ i[3] ^ i[2] ^ i[0];
	mulF3[5] = i[7] ^ i[6] ^ i[4] ^ i[3] ^ i[1] ^ i[0];
	mulF3[6] = i[6] ^ i[5] ^ i[4] ^ i[0];
	mulF3[7] = i[7] ^ i[6] ^ i[5] ^ i[1] ^ i[0];
endfunction
function bit [7:0] mul1E(input bit [7:0] i);
    mul1E[0] = i[5] ^ i[4];
	mul1E[1] = i[6] ^ i[5] ^ i[0];
	mul1E[2] = i[7] ^ i[6] ^ i[5] ^ i[4] ^ i[1] ^ i[0];
	mul1E[3] = i[7] ^ i[6] ^ i[4] ^ i[2] ^ i[1] ^ i[0];
	mul1E[4] = i[7] ^ i[5] ^ i[3] ^ i[2] ^ i[1] ^ i[0];
	mul1E[5] = i[6] ^ i[4] ^ i[3] ^ i[2] ^ i[1];
	mul1E[6] = i[7] ^ i[3] ^ i[2];
	mul1E[7] = i[4] ^ i[3];
endfunction
function bit [7:0] mulC6(input bit [7:0] i);
    mulC6[0] = i[6] ^ i[5] ^ i[4] ^ i[3] ^ i[2] ^ i[1];
	mulC6[1] = i[7] ^ i[6] ^ i[5] ^ i[4] ^ i[3] ^ i[2] ^ i[0];
	mulC6[2] = i[7] ^ i[2] ^ i[0];
	mulC6[3] = i[6] ^ i[5] ^ i[4] ^ i[2];
	mulC6[4] = i[7] ^ i[6] ^ i[5] ^ i[3];
	mulC6[5] = i[7] ^ i[6] ^ i[4];
	mulC6[6] = i[7] ^ i[6] ^ i[4] ^ i[3] ^ i[2] ^ i[1] ^ i[0];
	mulC6[7] = i[7] ^ i[5] ^ i[4] ^ i[3] ^ i[2] ^ i[1] ^ i[0];
endfunction
function bit [7:0] mul68(input bit [7:0] i);
    mul68[0] = i[7] ^ i[6] ^ i[4] ^ i[3] ^ i[2];
	mul68[1] = i[7] ^ i[5] ^ i[4] ^ i[3];
	mul68[2] = i[7] ^ i[5] ^ i[3] ^ i[2];
	mul68[3] = i[7] ^ i[2] ^ i[0];
	mul68[4] = i[3] ^ i[1];
	mul68[5] = i[4] ^ i[2] ^ i[0];
	mul68[6] = i[7] ^ i[6] ^ i[5] ^ i[4] ^ i[2] ^ i[1] ^ i[0];
	mul68[7] = i[7] ^ i[6] ^ i[5] ^ i[3] ^ i[2] ^ i[1];
endfunction
function bit [7:0] mulE5(input bit [7:0] i);
    mulE5[0] = i[6] ^ i[4] ^ i[2] ^ i[1] ^ i[0];
	mulE5[1] = i[7] ^ i[5] ^ i[3] ^ i[2] ^ i[1];
	mulE5[2] = i[3] ^ i[1] ^ i[0];
	mulE5[3] = i[6];
	mulE5[4] = i[7];
	mulE5[5] = i[0];
	mulE5[6] = i[6] ^ i[4] ^ i[2] ^ i[0];
	mulE5[7] = i[7] ^ i[5] ^ i[3] ^ i[1] ^ i[0];
endfunction
function bit [7:0] mul02(input bit [7:0] i);
    mul02[0] = i[7];
	mul02[1] = i[0];
	mul02[2] = i[7] ^ i[1];
	mul02[3] = i[7] ^ i[2];
	mul02[4] = i[3];
	mul02[5] = i[4];
	mul02[6] = i[7] ^ i[5];
	mul02[7] = i[6];
endfunction
function bit [7:0] mulA1(input bit [7:0] i);
    mulA1[0] = i[7] ^ i[6] ^ i[1] ^ i[0];
	mulA1[1] = i[7] ^ i[2] ^ i[1];
	mulA1[2] = i[7] ^ i[6] ^ i[3] ^ i[2] ^ i[1];
	mulA1[3] = i[6] ^ i[4] ^ i[3] ^ i[2] ^ i[1];
	mulA1[4] = i[7] ^ i[5] ^ i[4] ^ i[3] ^ i[2];
	mulA1[5] = i[6] ^ i[5] ^ i[4] ^ i[3] ^ i[0];
	mulA1[6] = i[5] ^ i[4];
	mulA1[7] = i[6] ^ i[5] ^ i[0];
endfunction
function bit [7:0] mulFC(input bit [7:0] i);
    mulFC[0] = i[7] ^ i[5] ^ i[2] ^ i[1];
	mulFC[1] = i[6] ^ i[3] ^ i[2];
	mulFC[2] = i[5] ^ i[4] ^ i[3] ^ i[2] ^ i[1] ^ i[0];
	mulFC[3] = i[7] ^ i[6] ^ i[4] ^ i[3] ^ i[0];
	mulFC[4] = i[7] ^ i[5] ^ i[4] ^ i[1] ^ i[0];
	mulFC[5] = i[6] ^ i[5] ^ i[2] ^ i[1] ^ i[0];
	mulFC[6] = i[6] ^ i[5] ^ i[3] ^ i[0];
	mulFC[7] = i[7] ^ i[6] ^ i[4] ^ i[1] ^ i[0];
endfunction
function bit [7:0] mulC1(input bit [7:0] i);
    mulC1[0] = i[7] ^ i[5] ^ i[4] ^ i[3] ^ i[2] ^ i[1] ^ i[0];
	mulC1[1] = i[6] ^ i[5] ^ i[4] ^ i[3] ^ i[2] ^ i[1];
	mulC1[2] = i[6] ^ i[1];
	mulC1[3] = i[5] ^ i[4] ^ i[3] ^ i[1];
	mulC1[4] = i[6] ^ i[5] ^ i[4] ^ i[2];
	mulC1[5] = i[7] ^ i[6] ^ i[5] ^ i[3];
	mulC1[6] = i[6] ^ i[5] ^ i[3] ^ i[2] ^ i[1] ^ i[0];
	mulC1[7] = i[7] ^ i[6] ^ i[4] ^ i[3] ^ i[2] ^ i[1] ^ i[0];
endfunction
function bit [7:0] mul47(input bit [7:0] i);
    mul47[0] = i[4] ^ i[2] ^ i[0];
	mul47[1] = i[5] ^ i[3] ^ i[1] ^ i[0];
	mul47[2] = i[6] ^ i[1] ^ i[0];
	mul47[3] = i[7] ^ i[4] ^ i[1];
	mul47[4] = i[5] ^ i[2];
	mul47[5] = i[6] ^ i[3];
	mul47[6] = i[7] ^ i[2] ^ i[0];
	mul47[7] = i[3] ^ i[1];
endfunction
function bit [7:0] mulAE(input bit [7:0] i);
    mulAE[0] = i[7] ^ i[5] ^ i[1];
	mulAE[1] = i[6] ^ i[2] ^ i[0];
	mulAE[2] = i[5] ^ i[3] ^ i[0];
	mulAE[3] = i[7] ^ i[6] ^ i[5] ^ i[4] ^ i[0];
	mulAE[4] = i[7] ^ i[6] ^ i[5] ^ i[1];
	mulAE[5] = i[7] ^ i[6] ^ i[2] ^ i[0];
	mulAE[6] = i[5] ^ i[3];
	mulAE[7] = i[6] ^ i[4] ^ i[0];
endfunction
function bit [7:0] mul3D(input bit [7:0] i);
    mul3D[0] = i[4] ^ i[3] ^ i[0];
	mul3D[1] = i[5] ^ i[4] ^ i[1];
	mul3D[2] = i[6] ^ i[5] ^ i[4] ^ i[3] ^ i[2] ^ i[0];
	mul3D[3] = i[7] ^ i[6] ^ i[5] ^ i[1] ^ i[0];
	mul3D[4] = i[7] ^ i[6] ^ i[2] ^ i[1] ^ i[0];
	mul3D[5] = i[7] ^ i[3] ^ i[2] ^ i[1] ^ i[0];
	mul3D[6] = i[2] ^ i[1];
	mul3D[7] = i[3] ^ i[2];
endfunction
function bit [7:0] mul19(input bit [7:0] i);
    mul19[0] = i[7] ^ i[6] ^ i[5] ^ i[4] ^ i[0];
	mul19[1] = i[7] ^ i[6] ^ i[5] ^ i[1];
	mul19[2] = i[5] ^ i[4] ^ i[2];
	mul19[3] = i[7] ^ i[4] ^ i[3] ^ i[0];
	mul19[4] = i[5] ^ i[4] ^ i[1] ^ i[0];
	mul19[5] = i[6] ^ i[5] ^ i[2] ^ i[1];
	mul19[6] = i[5] ^ i[4] ^ i[3] ^ i[2];
	mul19[7] = i[6] ^ i[5] ^ i[4] ^ i[3];
endfunction
function bit [7:0] mul03(input bit [7:0] i);
    mul03[0] = i[7] ^ i[0];
	mul03[1] = i[1] ^ i[0];
	mul03[2] = i[7] ^ i[2] ^ i[1];
	mul03[3] = i[7] ^ i[3] ^ i[2];
	mul03[4] = i[4] ^ i[3];
	mul03[5] = i[5] ^ i[4];
	mul03[6] = i[7] ^ i[6] ^ i[5];
	mul03[7] = i[7] ^ i[6];
endfunction
module sKey
(
    input logic [127:0] m,
    output logic [31:0] s0, s1
);
    always_comb begin
        s0[7:0]   = m[7:0] ^ mulA4(m[15:8]) ^ mul55(m[23:16]) ^ mul87(m[31:24]) ^ mul5A(m[39:32]) ^ mul58(m[47:40]) ^ mulDB(m[55:48]) ^ mul9E(m[63:56]);
        s0[15:8]  = mulA4(m[7:0]) ^ mul56(m[15:8]) ^ mul82(m[23:16]) ^ mulF3(m[31:24]) ^ mul1E(m[39:32]) ^ mulC6(m[47:40]) ^ mul68(m[55:48]) ^ mulE5(m[63:56]);
        s0[23:16] = mul02(m[7:0]) ^ mulA1(m[15:8]) ^ mulFC(m[23:16]) ^ mulC1(m[31:24]) ^ mul47(m[39:32]) ^ mulAE(m[47:40]) ^ mul3D(m[55:48]) ^ mul19(m[63:56]);
        s0[31:24] = mulA4(m[7:0]) ^ mul55(m[15:8]) ^ mul87(m[23:16]) ^ mul5A(m[31:24]) ^ mul58(m[39:32]) ^ mulDB(m[47:40]) ^ mul9E(m[55:48]) ^ mul03(m[63:56]);
        s1[7:0]   = m[71:64] ^ mulA4(m[79:72]) ^ mul55(m[87:80]) ^ mul87(m[95:88]) ^ mul5A(m[103:96]) ^ mul58(m[111:104]) ^ mulDB(m[119:112]) ^ mul9E(m[127:120]);
        s1[15:8]  = mulA4(m[71:64]) ^ mul56(m[79:72]) ^ mul82(m[87:80]) ^ mulF3(m[95:88]) ^ mul1E(m[103:96]) ^ mulC6(m[111:104]) ^ mul68(m[119:112]) ^ mulE5(m[127:120]);
        s1[23:16] = mul02(m[71:64]) ^ mulA1(m[79:72]) ^ mulFC(m[87:80]) ^ mulC1(m[95:88]) ^ mul47(m[103:96]) ^ mulAE(m[111:104]) ^ mul3D(m[119:112]) ^ mul19(m[127:120]);
        s1[31:24] = mulA4(m[71:64]) ^ mul55(m[79:72]) ^ mul87(m[87:80]) ^ mul5A(m[95:88]) ^ mul58(m[103:96]) ^ mulDB(m[111:104]) ^ mul9E(m[119:112]) ^ mul03(m[127:120]);
    end
endmodule
==> flow/run.sh <==
#!/bin/bash
# OpenROAD 26Q1-2900-gdf79404cd8, Yosys 0.63+post, stock flow scripts
make -C /OpenROAD-flow-scripts/flow DESIGN_CONFIG=/design/flow/config.mk WORK_HOME=/design/flow/orfs finish
==> flow/config.mk <==
export PLATFORM = sky130hd
export DESIGN_NAME = sKey
export DESIGN_NICKNAME = sKey
export VERILOG_FILES = /design/flow/design.v
export SDC_FILE = /design/flow/constraint.sdc
export NUM_CORES = 4
export LEC_CHECK = 1
export CORE_UTILIZATION = 40
==> flow/constraint.sdc <==
current_design sKey

set clk_period 5.0
set clk_io_pct 0.2

create_clock -name clk0 -period $clk_period

set non_clock_inputs [all_inputs -no_clocks]
set_input_delay [expr $clk_period * $clk_io_pct] -clock clk0 $non_clock_inputs
set_output_delay [expr $clk_period * $clk_io_pct] -clock clk0 [all_outputs]
==> flow_summary_export.csv <==
group,metric,value,unit
status,run_status,"finished clean",
detailed_routing,vias_per_cell,4.74,
min_path,hold_end,"s0[0]",
min_path,timing.hold.worst.start,"m[39]",
synthesis,postSynthSeqShare,0,%
pwr,power_density,445,nW/um^2
synthesis,avgSynthCellArea,9.94,sq um
min_path,hold_path.class,"input port to primary output",
synthesis,synthTopCellsByArea,"sky130_fd_sc_hd__xnor2_1 (55%), sky130_fd_sc_hd__xnor3_1 (21%), sky130_fd_sc_hd__xor2_1 (13%)",
grt,overall_overflow_remaining_after_global_route,0,
floorplanning,core.rowCount,55,
synthesis,ys_chip_area,9210,sq um
cts,cts_resized,0,
sta,rsz_0062_raised_after_global_routing,"false",
place,dp_hpwl,34700,um
run,warnings,32,
detailed_routing,antenna-diode-count,0,
sta,report.final.hold_viol_count,0,
grt,grt_antenna_before_repair,0,
floorplanning,fp_util,40.7,%
floorplanning,die_height,154,um
sta,timing.final.crit_period,4.92,ns
min_path,hold_path_depth,5,
worst_setup_path,cpPeakStageDelay,0.57,ns
worst_setup_path,crit_path_top_delay_cell,"sky130_fd_sc_hd__xnor2_1",
detailed_routing,ant_nets,0,
synthesis,synth.lib_cells_used.distinct,12,
sta,clock.fmax,203,MHz
final_layout,instances_no_fill,1483,
worst_setup_path,critPathLaunchType,"input port",
sta,timing.final.max_slew_violations,0,
worst_setup_path,critPathTopFamily,"buffers and inverters",
floorplanning,placeableCoreArea,22600,sq um
grt,wire_length_of_the_first_global_routing_pass,54100,um
worst_setup_path,worst-endpoint-required,4.00,ns
final_layout,sequential_cell_area,0,sq um
cts,hold_fix_buffer_count_after_cts,0,
synthesis,yosysWarnings,1,
worst_setup_path,path_max_fanout,3,
floorplanning,floorplan.die_area,23600,sq um
cts,cts.repair_timing.setup_buffer_count,0,
sta,setup_violations,0,
synthesis,post-synth-top-area-fraction,55.3,%
detailed_routing,dr_total_vias,7029,
sta,slew_headroom,53.3,%
place,gpl.final_weighted_congestion,1.03,
pwr,pwr-share-clk,0,%
worst_setup_path,worst_setup_path_end_kind,"primary output",
floorplanning,die_x,154,um
final_layout,final_layout_size_suffix_gt1_share,15.9,%
worst_setup_path,worstPathCellList,"clkdlybuf4s50_1, xnor2_1, buf_4, xnor3_1, xnor2_1, buf_4, xnor2_1, xnor2_1, clkdlybuf4s50_1",
synthesis,synth_top_cell_by_area,"sky130_fd_sc_hd__xnor2_1",
worst_setup_path,crit_type,"input port to primary output",
run,cap_viol_max_count,0,
synthesis,post-synth-top-count-cell,"sky130_fd_sc_hd__xnor2_1",
grt,grt.total_usage,34.5,%
place,placement.setup.worst_slack,0.0603,ns
final_layout,clkbuf_count,0,
worst_setup_path,worst-path-buf-inv,4,
pwr,power.switching_fraction,36.9,%
place,port_buffers,192,
pwr,switching_power_total,2.04,mW
detailed_routing,detail_route.first_pass.iterations,5,
detailed_routing,routed_wire_length_per_instance,26.2,um
pwr,leakage_dissipation,5.05,nW
pwr,power_frac_seq,0,%
pwr,vdd.ir_drop.worst,0.300,mV
grt,vias_in_the_first_global_route,7573,
grt,maximum_number_of_pins_on_one_net_before_global_route_repair,9,
sta,fin_crit_share,98.3,%
detailed_routing,first_iter_violations,322,
pwr,power_report.internal_total,3.49,mW
sta,timing.setup.tns,0,ns
final_layout,syn_to_final_growth,34.8,%
synthesis,synthesized_area,9210,sq um
synthesis,yosys-top-cells-count,"sky130_fd_sc_hd__xnor2_1 (582), sky130_fd_sc_hd__xor2_1 (140), sky130_fd_sc_hd__xnor3_1 (86), sky130_fd_sc_hd__clkbuf_1 (51), sky130_fd_sc_hd__buf_2 (40)",
pwr,share_of_power_burned_in_combinational_logic,100.0,%
place,placed_cells_incl_taps,1483,
final_layout,finalCoreUtilization,54.8,%
final_layout,fill_cell_instance_count_of_the_final_layout,2040,
worst_setup_path,path_common_cell,"sky130_fd_sc_hd__xnor2_1",
detailed_routing,postRouteWirelength,38900,um
final_layout,seq_cells,0,
pwr,finalPower,5.52,mW
worst_setup_path,critical_path_arrival,3.92,ns
synthesis,ys_cells,927,
sta,post-route-worst-setup-slack,0.0842,ns
detailed_routing,final_routed_drc_violation_total,0,
sta,max_slew.worst_pin.slew,0.696,ns
synthesis,syn_inst,927,
floorplanning,io_pins,192,
-- cell usage in the layout (no fill, tap or decap), drive strengths merged --
master	Yosys	final
buf	40	172
clkdlybuf4s50	0	192
xnor2	590	590
xnor3	90	90
xor2	143	143
xor3	11	11
-- per-layer routing --
layer  up-vias  track usage [%]  wire [um]
met5         -                0          0
met4         0             21.5       2890
met3        95             4.65       2030
met2       320             60.2      19500
met1      3260             40.2      14400
li1       3354                -          -
-- per-stage QoR --
step                area (sq um)  hold slack, ns
finish                     12400            3.39
floorplan                   9210            2.29
global route               12400            3.43
global placement           12400            3.38
detailed placement         12400            3.38
CTS                        12400            3.39
-- layout make-up --
cell class	instances	area (sq um)	area share [%]
Multi-Input combinational cell	834	8830	71.2
Timing Repair Buffer	364	3230	26.0
Tap cell	285	357	2.87
-- worst max path at each step --
stage,slack [ns],start,to,cells past startpoint
final,0.08,m[14],s0[5],9
after global routing,0.04,m[40],s0[21],8
after CTS,0.05,m[91],s1[6],7
-- power groups by stage --
| stage | clock, mW | combinational (mW) | sequential (mW) |
|---|---|---|---|
| after CTS | 0 | 5.56 | 0 |
| final | 0 | 5.52 | 0 |
| after global routing | 0 | 5.87 | 0 |
-- kinds of logic (layout without fill, tap and decap cells) --
| group | count (synthesis) | count (layout) | synth area share (%) |
|---|---|---|---|
| xor gates and xnor gates | 834 | 834 | 95.6 |
| buffers and inverters | 93 | 364 | 4.36 |
Power is estimated from default activity; no workload was simulated.
